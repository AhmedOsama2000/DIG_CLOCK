## flow/config.mk

```make
export PLATFORM = sky130hd
export DESIGN_NAME = BUS_SYNC
export DESIGN_NICKNAME = BUS_SYNC
export VERILOG_FILES = /design/flow/design.v
export SDC_FILE = /design/flow/constraint.sdc
export NUM_CORES = 4
export LEC_CHECK = 1
export CORE_AREA = 10 10 91 91
export DIE_AREA = 0 0 101 101
```

## flow/constraint.sdc

```tcl
current_design BUS_SYNC

set clk_period 1.1
set clk_io_pct 0.2

create_clock -name clk0 -period $clk_period [get_ports {CLK}]

set non_clock_inputs [all_inputs -no_clocks]
set_input_delay [expr $clk_period * $clk_io_pct] -clock clk0 $non_clock_inputs
set_output_delay [expr $clk_period * $clk_io_pct] -clock clk0 [all_outputs]
```

## flow/design.v

```verilog
module BUS_SYNC (
	input  wire 	   CLK,
	input  wire 	   rst_n,
	input  wire        EN,
	input  wire [23:0] Async,
	output reg  [23:0] Sync
);
always @(posedge CLK , negedge rst_n) begin
	if(!rst_n) begin
		Sync <= 24'b0;
	end
	else if (EN) begin
		Sync <= Async;
	end
end
endmodule
```

## flow/run.sh

```bash
#!/bin/bash
# OpenROAD 26Q1-2900-gdf79404cd8, Yosys 0.63+post, stock flow scripts
make -C /OpenROAD-flow-scripts/flow DESIGN_CONFIG=/design/flow/config.mk WORK_HOME=/design/flow/orfs finish
```

==> results.json <==
{
  "core_area_mm2": 0.006350,
  "synth_cell_types": 5,
  "slowest_delay_ps": 400,
  "routedWlPerCell_um": 14.11,
  "fp.dieW_um": 101,
  "clock_skew_ps": 0,
  "dp_slack_ps": 44.93,
  "worst_hold_slack_ps": 294.7,
  "fin_crit_ps": 1063,
  "peakVddDrop_uv": 417.8,
  "fin_crit_sh_pct": 96.61,
  "ys_chip_area_um2": 997.2,
  "yosysWarnings": 1,
  "root_buffer": "clkbuf_8",
  "die-area_mm2": 0.01020,
  "vias": 675,
  "rows": 29,
  "dr.pass1.iters": 2,
  "drtAntennaViolNets": 0,
  "path_class": "reg -> out",
  "rsz0062_at_grt": "false",
  "drt_iter0_drc": 5,
  "grt_overflow": 0,
  "synth_flop_count": 24,
  "drv_cap": 0,
  "slew-limit-headroom_pct": 90.83,
  "worst_setup_path_start_kind": "flop",
  "crit_family": "flip-flops",
  "tool_warnings": 25,
  "crit_required_ps": 880,
  "clock_latency_ps": 260,
  "syn_inst": 51,
  "top_area_share_pct": 60.23,
  "crit_start": "Sync[7]",
  "arrival_ps": 840,
  "grt_max_degree": 25,
  "yosys.area.top_type": "dfrtp_1",
  "end_kind": "output port",
  "worstReg2RegStart": "Sync[10]",
  "regToRegSetupSlack_ps": 100,
  "wl_met2_um": 1321,
  "diodes": 0,
  "io_pins": 51,
  "worst_pin_slew_ps": 137.6,
  "cts_tree": "yes",
  "grt_pass1_vias": 778,
  "finalWirelength_um": 2807,
  "drt-met1-wl_um": 1247,
  "ys_top_cells_by_area": "dfrtp_1, mux2_4, mux2_2",
  "cts.sinks": 24,
  "postLayoutCellArea_mm2": 0.001745,
  "routabilityCongestion": 0.7167,
  "ys_cells": 51,
  "synth_area_um2": 997.2,
  "critical_path_buf_inv_count": 1,
  "via_per_inst": 3.392,
  "cts_made_buffers": 3,
  "power_density_mw_per_mm2": 1215,
  "slowest_stage": "dfrtp_1",
  "grt_pass1_wl_um": 4291,
  "reg_top3": "Sync x24",
  "setup_tns_ps": 0,
  "route.met3.wl_um": 191,
  "hold_violations": 0,
  "drc": 0,
  "drive_gt1_share_pct": 45.90,
  "top_layer_used": "met4",
  "numPortBuffers": 50,
  "grt.total_usage_pct": 5.257,
  "slew_viol_final": 0,
  "lay_top_count": "clkdlybuf4s50_1",
  "cp_max_fo": 2,
  "clk_pin_slew_worst_paths_ps": 90,
  "antenna_found_initial": 0,
  "fin_ws_ps": 37.34,
  "dp_hpwl_um": 2147,
  "largest_register_ffs": 24,
  "setup_viol_count_final": 0,
  "p_leak_uw": 0.0008077,
  "postSynthSeqShare_pct": 60.23,
  "regMostFlops": "Sync",
  "dpl-instance-area_mm2": 0.001598,
  "fp-utilization_pct": 15.70,
  "cts-htree-levels": 1,
  "cp_cell_sequence": "clkdlybuf4s15_1",
  "clock.fmax_mhz": 941.0,
  "final_cell_mix": "clkdlybuf4s50_1, dfrtp_1, mux2_4",
  "synthToLayoutAreaGrowth_pct": 75.03,
  "num-fill-cells": 621,
  "die_h_um": 101,
  "r2r_cells": 3,
  "hp-class": "in -> async",
  "r2r-end": "Sync[10]",
  "outcome": "complete, no violations",
  "synth_area_per_cell_um2": 19.55,
  "clk_path_buf_depth": 2
}
## area by class of cell
type	count	area (um2)	share of cell area [%]
Clock buffer	4	55.05	3.154
Multi-Input combinational cell	24	345.3	19.78
Sequential cell	24	600.6	34.41
Tap cell	77	96.34	5.520
Timing Repair Buffer	70	648.1	37.13
## kinds of logic after synthesis
group,Yosys count,synth area share (%)
buf+inv,3,5.144
mux,24,34.63
flops,24,60.23
## how the worst max path moves through the flow
| stage | slack (ps) | cells after the start | endpoint |
|---|---|---|---|
| finish | 40 | 1 | Sync[7] |
| global route | 0.2 | 1 | Sync[6] |
| CTS | 20 | 1 | Sync[3] |
## where the power goes
part | total [uW] | internal, uW | switching [uW]
Clock | 607 | 319 | 287
Combinational | 497 | 380 | 116
Sequential | 1020 | 970 | 46.7
## what timing repair did
item | 4_1_cts | 5_1_grt
buffers inserted | 14 | 3
resized | 48 | 7
hold buffers | 0 | 0
endpoints found under the setup margin | 24 | 9
gates cloned | 0 | 0
## per-layer routing
layer | up-vias | global-route usage (%)
li1 | 317 | -
met1 | 332 | 7.204
met2 | 24 | 8.108
met3 | 2 | 1.455
met4 | 0 | 1.179
met5 | - | 0
## cells in the mapped netlist
library cell and number:
buf_12 2, buf_6 1, dfrtp_1 24, mux2_2 4
mux2_4 20
## stage by stage
step	std cells	util (%)	total power (uW)
final	199	27.49	2120
after global routing	199	27.49	2242
after CTS	196	27.68	2165
after detailed placement	178	25.16	1506
after global placement	178	25.16	1495
after floorplan	51	-	1176
Power and IR drop assume default switching activity.
