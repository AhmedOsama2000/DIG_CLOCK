--- flow/constraint.sdc ---
current_design Bin2BCD

set clk_period 1.0
set clk_io_pct 0.2

create_clock -name clk0 -period $clk_period [get_ports {CLK}]

set non_clock_inputs [all_inputs -no_clocks]
set_input_delay [expr $clk_period * $clk_io_pct] -clock clk0 $non_clock_inputs
set_output_delay [expr $clk_period * $clk_io_pct] -clock clk0 [all_outputs]
--- flow/config.mk ---
export PLATFORM = sky130hd
export DESIGN_NAME = Bin2BCD
export DESIGN_NICKNAME = Bin2BCD
export VERILOG_FILES = /design/flow/design.v
export SDC_FILE = /design/flow/constraint.sdc
export NUM_CORES = 4
export LEC_CHECK = 1
export CORE_UTILIZATION = 40
--- flow/run.sh ---
#!/bin/bash
# OpenROAD 26Q1-2900-gdf79404cd8, Yosys 0.63+post, stock flow scripts
make -C /OpenROAD-flow-scripts/flow DESIGN_CONFIG=/design/flow/config.mk WORK_HOME=/design/flow/orfs finish
--- flow/design.v ---
module Bin2BCD (
   input  wire       CLK,
   input  wire       rst_n,
   input  wire [7:0] Sec_bin,
   input  wire [7:0] Min_bin,
   input  wire [7:0] Hr_bin,
   output reg  [3:0] Sec_Least,
   output reg  [3:0] Sec_Most,
   output reg  [3:0] Min_Least,
   output reg  [3:0] Min_Most,
   output reg  [3:0] Hr_Least,
   output reg  [3:0] Hr_Most
);
wire [3:0] comp_Sec_Least;
wire [3:0] comp_Sec_Most;
wire [3:0] comp_Min_Least;
wire [3:0] comp_Min_Most;
wire [3:0] comp_Hr_Least;
wire [3:0] comp_Hr_Most;
Bin2BCD_8bits Seconds (
   .Bin(Sec_bin),
   .Least(comp_Sec_Least),
   .Most(comp_Sec_Most)
);
Bin2BCD_8bits Mins (
   .Bin(Min_bin),
   .Least(comp_Min_Least),
   .Most(comp_Min_Most)
);
Bin2BCD_8bits Hrs (
   .Bin(Hr_bin),
   .Least(comp_Hr_Least),
   .Most(comp_Hr_Most)
);
always @(posedge CLK,negedge rst_n) begin
    if (!rst_n) begin
        Sec_Least <= 4'b0;
        Sec_Most  <= 4'b0;
        Min_Least <= 4'b0;
        Min_Most  <= 4'b0;
        Hr_Least  <= 4'b0;
        Hr_Most   <= 4'b0;
    end
    else begin
        Sec_Least <= comp_Sec_Least;
        Sec_Most  <= comp_Sec_Most;
        Min_Least <= comp_Min_Least;
        Min_Most  <= comp_Min_Most;
        Hr_Least  <= comp_Hr_Least;
        Hr_Most   <= comp_Hr_Most;
    end
end
endmodule
module Bin2BCD_8bits (
   input  wire [7:0] Bin,
   output wire [3:0] Least,
   output wire [3:0] Most
);
integer i;
reg  [7:0] itr [0:8];
reg  [7:0] temp;
reg  [7:0] BCD;
always @(*) begin 	
    for (i = 0;i < 9;i = i + 1) begin
        itr[i] = 8'b0;
    end
    i = 0;
    for (i = 0;i < 8;i = i + 1) begin
        itr[i+1][3:0] = (itr[i][3:0] >= 5)? (itr[i][3:0] + 3): itr[i][3:0];
        itr[i+1][7:4] = (itr[i][7:4] >= 5)? (itr[i][7:4] + 3): itr[i][7:4];
        temp          = itr[i+1];
        itr[i+1]      = {temp[6:0],Bin[7-i]}; 
    end
    BCD = itr[8];
end
assign {Most,Least} = BCD;
endmodule
==> qor.csv <==
metric,value,unit
p_sw,3200,uW
grt_max_degree,25,
path_cells,buf_12 > inv_12 > ha_4 > inv_2 > ha_4 > a21o_1 > xnor2_2 > ha_2 > inv_2 > a221o_1 > and2_4 > xnor2_4 > ha_2 > nor2b_4 > o211ai_1 > a222oi_1 > and2_4 > a21oi_4 > xnor2_2 > inv_1 > ha_2 > nor2b_4 > o31ai_4 > mux2i_1,
antenna_cells,0,
critPathTopFamily,AND-OR/OR-AND gates,
die_w,90.7,um
dpl-instance-area,0.00514,mm2
failed_checks,negative setup slack,
die-area,0.00823,mm2
relSlewSlack,71.9,%
yosys.area.top_type,dfrtp_1,
vias,3532,
io_buffers,49,
num_rows,31,
cts.clk_slew.worst_paths,100,ps
dp_cells,652,
drtPass1Iterations,5,
top_cells_by_area,"dfrtp_1 19%, ha_1 14%, a21oi_1 4.3%",
ys_async_sr_fraction,100,%
yosysUniqueCellTypes,71,
peakVddDrop,0.00111,V
seq_area,601,um2
place_congestion,0.904,
max_cap_viol_count,0,
intPower,5170,uW
rsz0062_at_grt,true,
grt_pass1_vias,3154,
finalCriticalPeriod,3980,ps
hold_class,in -> async,
fill_cells,483,
coreArea,0.00741,mm2
cts_root_buf,clkbuf_8,
grtUsageTotal,21.1,%
final.period_utilization,398,%
critPathCaptureType,flop,
overflow,0,
antenna_found_initial,0,
status,"finished, violations left",
power_frac_clock,8.1,%
wl,8420,um
p_leak,0.00257,uW
htreeDepth,1,
cts_buffer_depth,2,
crit_arrival,4160,ps
slew_viol_final,0,
clock-sinks,24,
ys_cells,385,
critical_path_buf_inv_count,5,
synth_warnings,3,
worstMarginPinSlew,416,ps
synth_area,0.00315,mm2
drt-vias-per-instance,5.19,
cts_buffers,3,
syn-instance-count,385,
hold_violations,0,
crit_fanout,4,
worst_slack,-2980,ps
initial_core_util,42.5,%
instances_no_fill,680,
die_h,90.7,um
drc,0,
yosys-stat-area,0.00315,mm2
path_common_cell,ha_2,
hold_buffers,0,
top_cells_by_count,"35 x inv_1, 34 x ha_1, 32 x nor2_1, 27 x a21oi_1, 24 x dfrtp_1",
synth_top_cell_by_count,inv_1,
log.warning_count,44,
setup_viol,21,
p_comb_share,74.6,%
drive_above_1_share,54.4,%
fmax,0.252,GHz
crit_required,1190,ps
yosysTopAreaCellShare,19.1,%
critPathLaunchType,input port,
final-comb-area,0.00303,mm2
critPathMaxStageDelay,360,ps
edf_count,0,
synth_seq_share,19.1,%
final_area,0.00561,mm2
ys.flops,24,
cts_tree,done,
drt-initial-drc-count,124,
p_per_area,1490,mW/mm2
area_growth,78.2,%
ios,50,
crit_type,in -> reg,
slowest_stage,a222oi_1,
ant_nets,0,
drt-wirelength-per-cell,12.4,um
avgSynthCellArea,8.17,um2
seqPwrFrac,17.4,%
dominantRegCellSynth,dfrtp_1,
swShare,38.2,%
dp.final_hpwl,6450,um
grt_pass1_wl,14400,um
## how the worst max path moves through the flow
stage | startpoint | to | slack (ps) | cells past startpoint
5_1_grt | Sec_bin[6] | Sec_Most[2] | -3200 | 24
4_1_cts | Sec_bin[5] | Sec_Most[2] | -2950 | 24
6_report | Sec_bin[6] | Sec_Most[2] | -2980 | 24
## what timing repair did
action / 4_1_cts / 5_1_grt
cloned: 0 / 0
pin swaps: 48 / 43
buffers inserted: 15 / 14
endpoints found under the hold margin: 0 / 0
resized: 156 / 33
endpoints found under the setup margin: 45 / 22
## placed cells by master, fill, tap and decap left out, types with 6 or more instances in the layout
master	synthesis	routed
inv_2	0	7
buf_2	2	24
a21oi_4	1	7
o21a_1	6	6
dfrtp_1	24	24
o21ai_0	15	8
clkdlybuf4s50_1	0	15
buf_4	2	137
xnor2_2	5	10
inv_1	35	23
mux2i_1	10	8
ha_1	34	10
ha_2	0	14
nor2b_1	10	7
a21o_1	7	7
o21ai_1	8	9
a21oi_2	4	9
buf_6	0	18
nand2_1	22	22
ha_4	0	10
a21oi_1	27	16
nor3_1	10	6
nor2_1	32	26
## cells by family after synthesis
| kind of cell | after synthesis | share of synthesized area, % |
|---|---|---|
| fa+ha+maj | 34 | 13.5 |
| mux | 18 | 6.48 |
| xor+xnor | 20 | 7.00 |
| buf+inv | 48 | 6.04 |
| flops | 24 | 19.1 |
| compound gates | 135 | 31.1 |
| simple gates | 106 | 16.8 |
## flip-flops by register name, indices dropped and copies added (netlist names)
register   count
Hr_Most        4
Sec_Most       4
Min_Least      4
Hr_Least       4
Sec_Least      4
Min_Most       4
## through the flow
step / utilization, % / total power, uW / setup TNS, ps / hold WS (ps) / setup slack, ps
2_1_floorplan: - / 4710 / -51530 / -95.6 / -3250
3_3_place_gp: 69.3 / 7100 / -65060 / 576 / -3680
3_5_place_dp: 69.3 / 7170 / -66040 / 573 / -3800
4_1_cts: 72.8 / 8050 / -48130 / 274 / -2950
5_1_grt: 75.7 / 9080 / -51980 / 287 / -3200
6_report: 75.7 / 8380 / -48330 / 271 / -2980
## final cells by class
type | count | area share (%)
inverters | 37 | 3.10
well taps | 99 | 2.21
multi-input cells | 313 | 54.0
flip-flops and latches | 24 | 10.7
repair buffers | 203 | 29.0
clock buffers | 4 | 0.982
## power by group through the flow
stage | Clock, uW | Sequential [uW] | Combinational [uW]
finish | 678 | 1450 | 6240
global route | 732 | 1490 | 6860
CTS | 704 | 1470 | 5890
## layer usage
| metal | global-route usage, % | up-vias | routed length (um) | part of all wire, % |
|---|---|---|---|---|
| met5 | 0 | - | 0 | 0 |
| met3 | 2.22 | 2 | 350 | 4.2 |
| met1 | 35.3 | 1645 | 4410 | 52 |
| met4 | 0.269 | 0 | 12 | 0.14 |
| met2 | 31.5 | 75 | 3650 | 43 |
| li1 | - | 1810 | - | - |
Power is estimated from default activity; no workload was simulated.
