$ cat /design/flow/run.sh
#!/bin/bash
# OpenROAD 26Q1-2900-gdf79404cd8, Yosys 0.63+post, stock flow scripts
make -C /OpenROAD-flow-scripts/flow DESIGN_CONFIG=/design/flow/config.mk WORK_HOME=/design/flow/orfs finish
$ cat /design/flow/config.mk
export PLATFORM = sky130hd
export DESIGN_NAME = FSM
export DESIGN_NICKNAME = FSM
export VERILOG_FILES = /design/flow/design.v
export SDC_FILE = /design/flow/constraint.sdc
export NUM_CORES = 4
export LEC_CHECK = 1
export CORE_UTILIZATION = 50
$ cat /design/flow/constraint.sdc
current_design FSM

set clk_period 7.9
set clk_io_pct 0.2

create_clock -name clk0 -period $clk_period [get_ports {CLK}]

set non_clock_inputs [all_inputs -no_clocks]
set_input_delay [expr $clk_period * $clk_io_pct] -clock clk0 $non_clock_inputs
set_output_delay [expr $clk_period * $clk_io_pct] -clock clk0 [all_outputs]
$ cat /design/flow/design.v
module FSM (
	input  wire rst_n,
	input  wire CLK,  
	input  wire 	  i_set,
	input  wire 	  i_wake,
	input  wire [1:0] i_timer_mode,
	input  wire 	  i_err_disp_sync,
	output reg        rst_counters,
	output reg        en_deb_chk,
	output reg   	  en_disp,
	output reg   	  en_dig_clk,
	output reg   	  enc_sec_clk,
	output reg   	  en_stop_watch,
	output reg   	  rst_stop_watch,
	output reg   	  en_count_down,
	output reg   	  enc_sec_count_down
);
localparam SYS_RST            = 4'b0000;
localparam DIG_CLK_CONFIG     = 4'b0001;
localparam DIG_CLK_ENC        = 4'b0010;
localparam DIG_CLK_MODE       = 4'b0011;
localparam SLEEP              = 4'b0100;
localparam COUNT_DOWN_CONFIG  = 4'b0101;
localparam COUNT_DOWN_ENC     = 4'b0110;
localparam COUNT_DOWN_MODE    = 4'b0111;
localparam STOP_WATCH_ON      = 4'b1000;
localparam STOP_WATCH_STEADY1 = 4'b1001;
localparam STOP_WATCH_OFF     = 4'b1010;
localparam STOP_WATCH_STEADY2 = 4'b1011;
reg  [14:0] count_30secs;
reg  [11:0] count_3secs_active;
reg  [11:0] count_3secs_idle;
reg [3:0]   CS;
reg [3:0]   NS;
wire        stp_watch_states;
wire pulse_gen;
wire kept_pressed;
reg  btn_pressed;
wire        flag_30secs;
wire        flag_3secs_active;  
wire        flag_3secs_idle;    
assign stp_watch_states = (NS == STOP_WATCH_ON || NS == STOP_WATCH_OFF || NS == STOP_WATCH_STEADY1 || NS == STOP_WATCH_STEADY2)? 1'b1:1'b0;
always @(posedge CLK,negedge rst_n) begin
	if (!rst_n) begin
		count_3secs_active <= 12'd0;
	end
	else if (i_err_disp_sync || (i_set && count_3secs_active == 12'd2999) || !i_set) begin
		count_3secs_active <= 12'd0;
	end
	else if (NS == COUNT_DOWN_MODE || NS == SLEEP || NS == DIG_CLK_MODE || stp_watch_states) begin
		count_3secs_active <= count_3secs_active + 1'b1;
	end
end
always @(posedge CLK,negedge rst_n) begin
	if (!rst_n) begin
		count_3secs_idle <= 12'd0;
	end
	else if (i_err_disp_sync || (!i_set && count_3secs_idle == 12'd2999) || i_set) begin
		count_3secs_idle <= 12'd0;
	end
	else if (NS == COUNT_DOWN_CONFIG || NS == DIG_CLK_CONFIG) begin
		count_3secs_idle <= count_3secs_idle + 1'b1;
	end
end
always @(posedge CLK,negedge rst_n) begin
	if (!rst_n) begin
		count_30secs  <= 12'd0;
	end
	else if ((count_30secs == 15'd29999 && !i_wake && !flag_30secs) || i_err_disp_sync || i_wake) begin
		count_30secs  <= 12'd0;
	end
	else if (NS == DIG_CLK_MODE) begin
		count_30secs  <= count_30secs + 1'b1;
	end
end
always @(posedge CLK,negedge rst_n) begin
	if (!rst_n) begin
		btn_pressed <= 1'b0;
	end
	else if (i_err_disp_sync) begin
		btn_pressed <= 1'b0;
	end
	else begin
		btn_pressed <= i_set;
	end
end
assign pulse_gen    = btn_pressed ^ i_set;
assign kept_pressed = i_set       & btn_pressed;
assign flag_3secs_active  = ( i_set  && count_3secs_active  == 12'd2999)?  1'b1:1'b0;
assign flag_3secs_idle    = (!i_set  && count_3secs_idle    == 12'd2999)?  1'b1:1'b0;
assign flag_30secs        = (!i_wake && count_30secs        == 15'd29999)? 1'b1:1'b0;
always @(posedge CLK,negedge rst_n) begin
	if(!rst_n) begin
		CS <= SYS_RST;
	end 
	else begin
		CS <= NS;
	end
end
always @(*) begin
	enc_sec_clk        = 1'b0;
	enc_sec_count_down = 1'b0;
	if (i_err_disp_sync || !rst_n) begin
		NS = SYS_RST;
	end
	else begin
		NS = DIG_CLK_CONFIG;
		case (CS)
			DIG_CLK_CONFIG: begin
				if (flag_3secs_idle) begin
					NS = DIG_CLK_MODE;
				end
				else if (pulse_gen && i_set) begin
					NS = DIG_CLK_ENC;
				end
				else begin
					NS = DIG_CLK_CONFIG;
				end
			end
			DIG_CLK_ENC: begin
				if (pulse_gen) begin
					NS          = DIG_CLK_CONFIG;
					enc_sec_clk = 1'b1;
				end
				else begin
					NS          = DIG_CLK_ENC; 
					enc_sec_clk = 1'b0; 
				end
			end
			DIG_CLK_MODE: begin
				if (flag_3secs_active && i_timer_mode == 2'b01) begin
					NS = STOP_WATCH_ON;
				end
				else if (flag_3secs_active && i_timer_mode == 2'b10) begin
					NS = COUNT_DOWN_CONFIG;
				end
				else if (flag_30secs) begin
					NS = SLEEP;
				end
				else begin
					NS = DIG_CLK_MODE;
				end
			end
			SLEEP: begin
				if (flag_3secs_active && i_timer_mode == 2'b01) begin
					NS = STOP_WATCH_ON;
				end
				else if (flag_3secs_active && i_timer_mode == 2'b10) begin
					NS = COUNT_DOWN_CONFIG;
				end
				else if (i_wake) begin
					NS = DIG_CLK_MODE;
				end
				else begin
					NS = SLEEP;
				end
			end
			STOP_WATCH_ON: begin
				if (pulse_gen && i_set) begin
					NS = STOP_WATCH_STEADY1;
				end
				else begin
					NS = STOP_WATCH_ON;
				end
			end
			STOP_WATCH_STEADY1: begin
				if (flag_3secs_active && i_timer_mode == 2'b00) begin
					NS = DIG_CLK_MODE;
				end
				else if (flag_3secs_active && i_timer_mode == 2'b10) begin
					NS = COUNT_DOWN_CONFIG;
				end
				else if (pulse_gen) begin
					NS = STOP_WATCH_OFF;
				end
				else begin
					NS = STOP_WATCH_STEADY1;
				end
			end
			STOP_WATCH_OFF: begin
				if (pulse_gen) begin
					NS = STOP_WATCH_STEADY2;
				end
				else begin
					NS = STOP_WATCH_OFF;
				end
			end
			STOP_WATCH_STEADY2: begin
				if (flag_3secs_active && i_timer_mode == 2'b00) begin
					NS = DIG_CLK_MODE;
				end
				else if (flag_3secs_active && i_timer_mode == 2'b10) begin
					NS = COUNT_DOWN_CONFIG;
				end
				else if (pulse_gen) begin
					NS = STOP_WATCH_ON;
				end
				else begin
					NS = STOP_WATCH_STEADY2;
				end
			end
			COUNT_DOWN_CONFIG: begin
				if (flag_3secs_idle) begin
					NS = COUNT_DOWN_MODE;
				end
				else if (pulse_gen && i_set) begin
					NS = COUNT_DOWN_ENC;
				end
				else begin
					NS = COUNT_DOWN_CONFIG;
				end
			end
			COUNT_DOWN_ENC: begin
				if (pulse_gen) begin
					NS                 = COUNT_DOWN_CONFIG;
					enc_sec_count_down = 1'b1;
				end
				else begin
					NS = COUNT_DOWN_ENC; 
					enc_sec_count_down = 1'b0; 
				end
			end
			COUNT_DOWN_MODE: begin
				if (flag_3secs_active && i_timer_mode == 2'b00) begin
					NS = DIG_CLK_MODE;
				end
				else if (flag_3secs_active && i_timer_mode == 2'b01) begin
					NS = STOP_WATCH_ON;
				end
				else begin
					NS = COUNT_DOWN_MODE;
				end
			end
			default: begin
				NS = DIG_CLK_CONFIG;
			end
		endcase
	end
end
always @(*) begin
	en_disp            = 1'b1;
	en_dig_clk         = 1'b1;
	en_stop_watch      = 1'b0;
	rst_stop_watch     = 1'b1;
	en_count_down      = 1'b0;
	en_deb_chk         = 1'b1;
	rst_counters       = 1'b0;
	if (CS == SYS_RST) begin
		en_deb_chk     = 1'b0;
		rst_counters   = 1'b1;
		en_dig_clk     = 1'b0; 
		en_stop_watch  = 1'b0;
		en_count_down  = 1'b0;	
	end
	else if (CS == STOP_WATCH_ON) begin
		en_stop_watch  = 1'b1;
		rst_stop_watch = 1'b0;
	end
	else if (CS == STOP_WATCH_OFF || CS == STOP_WATCH_STEADY1 || CS == STOP_WATCH_STEADY2) begin
		rst_stop_watch = 1'b0;
	end
	else if (CS == SLEEP) begin
		en_disp       = 1'b0;
	end
	else if (CS == COUNT_DOWN_MODE) begin
		en_count_down = 1'b1;
	end
	else begin
		en_disp        = 1'b1;
		en_dig_clk     = 1'b1;
		en_stop_watch  = 1'b0;
		rst_stop_watch = 1'b1;
		en_count_down  = 1'b0;
		en_deb_chk     = 1'b1;
		rst_counters   = 1'b0;
	end
end
endmodule
==> impl_metrics.json <==
{
  "p_leak_nw": 1.31,
  "async_reset_ff_share_pct": 100,
  "achievable-frequency_mhz": 173,
  "route.detailed.wl_per_inst_um": 15.2,
  "cts.repair.resized": 0,
  "route.antenna.remaining_nets": 0,
  "design.core.area_um2": 5920,
  "criticalPathCategory": "in -> out",
  "clock_tree.root_cell": "clkbuf_8",
  "grt_first_pass_wirelength_um": 11200,
  "setup-violations-final": 0,
  "dominantRegCellSynth": "dfrtp_1",
  "ioPinCount": 16,
  "dieArea_um2": 6480,
  "yosysCellCount": 342,
  "critical_path_buf_inv_count": 4,
  "cts-htree-levels": 2,
  "grt_pass1_vias": 2401,
  "total_vias_in_the_final_route": 2565,
  "endpoint_kind": "primary output",
  "rsz_0062_raised_after_global_routing": "false",
  "post_synth_instance_area_um2": 3080,
  "top_area_cell": "dfrtp_1",
  "slowest_stage": "clkinv_1",
  "synth.top_cells.by_area": "dfrtp_1 (41%), a21oi_1 (4.2%), nand2_1 (4.1%)",
  "post-route-period-util_pct": 73.3,
  "top_area_share_pct": 41.4,
  "fp.dieH_um": 80.5,
  "iter_0_drt_violations": 197,
  "layout-drive-gt1-share_pct": 5.63,
  "clock-sinks": 52,
  "floorplan.core_util_pct": 52.0,
  "synth.yosys.seq_area_share_pct": 42.3,
  "count_of_flip_flops_with_a_built_in_enable_after_synthesis": 0,
  "overflow": 0,
  "grt_util_met1_pct": 37.4,
  "syn_area_per_cell_um2": 9.01,
  "ys_ff": 52,
  "crit_path_max_incr_delay_ns": 0.58,
  "ctsHoldBuffers": 0,
  "clk-insertion-delay-late_ns": 0.31,
  "globalplace.congestion": 0.893,
  "setup_tns_ns": 0,
  "drt-pass1-iter-count": 4,
  "synth.lib_cells_used.distinct": 57,
  "p_per_area_nw_per_um2": 146,
  "antenna_found_initial": 0,
  "crit_chain": "buf_2 > buf_4 > nor2b_1 > clkinv_1 > nor2_1 > and2_1 > clkdlybuf4s50_1",
  "status": "finished, final reports clean",
  "placement.io_buffers": 15,
  "cts-buffers-inserted": 5,
  "timing.final.crit_period_ns": 5.79,
  "chipWidth_um": 80.5,
  "antenna_cells_inserted": 0,
  "hold_violations": 0,
  "synthesis.yosys.warnings": 1,
  "slew_viol_final": 0,
  "maximum_number_of_pins_on_one_net_before_global_route_repair": 55,
  "ctsLongestPathBuffers": 2,
  "wl_um": 6540,
  "drt-vias-per-instance": 5.97,
  "worst-slew-pin-transition_ns": 0.842,
  "min_delay_path_depth": 2,
  "synth-area-yosys_um2": 3080,
  "number_of_buffers_added_for_setup_after_cts": 0,
  "placement_rows": 28,
  "track_usage_pct": 22.6,
  "grt_util_met3_pct": 2.88,
  "postSynthCellCount": 342,
  "clock_pin_transition_on_the_worst_setup_and_hold_timing_paths_ns": 0.09,
  "finalHoldWorstSlack_ns": 0.550,
  "critical_path.startpoint_type": "input pin",
  "clock-skew-final_ns": 0.00985,
  "areaGrowthSynthToFinish_pct": 10.5,
  "critPathArrivalTime_ns": 4.21,
  "cp.required_ns": 6.32,
  "drc": 0,
  "timing.max_cap.violations": 0,
  "global_route.peak_usage_layer": "met1",
  "use_met2_pct": 34.1,
  "cts_tree": "yes",
  "irDropWorstVdd_uv": 119,
  "crit_family": "buffers and inverters",
  "critical_path_peak_fanout": 54,
  "r2r_cells": 9,
  "worst_case_headroom_to_the_max_slew_limit_pct": 43.3,
  "dp_hpwl_um": 4500,
  "netlist.top_cell.by_instances": "dfrtp_1",
  "worst-path-stages": 7,
  "worst_hold_path_type": "reg -> reg",
  "top_cell_types_by_occurrence_after_synthesis": "dfrtp_1 (51), nand2_1 (34), nor2_1 (32)",
  "stage_log_warnings": 26
}
worst register-to-register path, cell delays in order (launching register included):
cell	delay, ns
dfrtp_1	0.42
ha_1	0.30
nand2b_1	0.14
nor4_1	0.76
a21o_1	0.28
o211ai_1	0.18
nor3b_4	0.34
nand4_1	0.42
or4_1	0.53
a21oi_1	0.18
through the flow:
stage / instance area, um2 / power [mW] / utilization [%] / instances / worst slack (ns)
after CTS: 3400 / 0.503 / 57.5 / 430 / 2.08
after global placement: 3280 / 0.303 / 55.3 / 422 / 2.15
final: 3400 / 0.497 / 57.5 / 430 / 2.11
after detailed placement: 3280 / 0.303 / 55.3 / 422 / 2.08
after floorplan: 3080 / 0.288 / - / 342 / 3.81
after global routing: 3400 / 0.518 / 57.5 / 430 / 1.79
cells by family (layout without fill, tap and decap cells):
kind of cell	Yosys count	in the layout	share of synthesized area, %
AND-OR/OR-AND	77	77	17.3
adder cells (fa/ha/maj)	4	4	1.62
flip-flops	52	52	42.3
multiplexers	4	4	1.34
buffers and inverters	21	34	2.84
AND/OR/NAND/NOR	170	170	30.7
XOR/XNOR	14	14	3.98
flip-flops by register name, summed over array words and instances, names as in the netlist:
signal              cells
CS                     12
count_3secs_idle       12
count_30secs           15
btn_pressed             1
count_3secs_active     12
routing by layer:
metal | vias up | share of wire, %
met5 | - | 0
met4 | 0 | 1.1
met3 | 7 | 3.8
met2 | 40 | 45
met1 | 1223 | 51
li1 | 1295 | -
power by group:
part	switching (mW)	internal, mW	leakage (nW)
Clock	0.0876	0.112	0.0645
Sequential	0.00115	0.267	0.721
Combinational	0.0199	0.00906	0.525
placed cells by master, fill, tap and decap left out, drive strengths merged, types with 5 or more instances in the layout:
cell	instances
a21oi	26
and2	6
clkbuf	7
clkdlybuf4s50	14
dfrtp	51
inv	9
nand2	34
nand3	23
nand4	10
nor2	32
nor3	8
nor4	5
o211ai	6
o21ai	16
o31ai	8
or3	12
or4	11
xor2	13
worst paths after layout:
path / startpoint / slack [ns] / end
setup / recovery: rst_n / 2.11 / enc_sec_count_down
min in group asynchronous: rst_n / 1.39 / CS[7]
hold / removal: count_3secs_idle[11] / 0.55 / count_3secs_idle[11]
hold reg to reg: count_3secs_idle[11] / 0.55 / count_3secs_idle[11]
max in group asynchronous: rst_n / 6.05 / CS[8]
setup reg to reg: count_3secs_active[0] / 4.29 / count_30secs[10]
layout make-up:
class / instances / area (um2)
sequential: 52 / 1300
multi-input combinational: 269 / 1690
timing repair buffer: 16 / 153
clock buffer: 7 / 96.3
fill: 529 / 2520
tap: 75 / 93.8
clock inverter: 1 / 30.0
inverter: 10 / 37.5
No activity file was given, so power comes from the tool's default toggle rates.
